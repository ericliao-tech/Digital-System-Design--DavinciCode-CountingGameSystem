File: flow/config.mk
export PLATFORM = sky130hd
export DESIGN_NAME = Guassnumber
export DESIGN_NICKNAME = Guassnumber
export VERILOG_FILES = /design/flow/design.v
export SDC_FILE = /design/flow/constraint.sdc
export NUM_CORES = 4
export LEC_CHECK = 1
export CORE_UTILIZATION = 50
File: flow/constraint.sdc
current_design Guassnumber

set clk_period 5.9
set clk_io_pct 0.2

create_clock -name clk0 -period $clk_period [get_ports {clk}]

set non_clock_inputs [all_inputs -no_clocks]
set_input_delay [expr $clk_period * $clk_io_pct] -clock clk0 $non_clock_inputs
set_output_delay [expr $clk_period * $clk_io_pct] -clock clk0 [all_outputs]
File: flow/design.v
module Guassnumber(
    input rst, clk,          
    input add1, add10, sub1, sub10,  
    input add_1, add_2, add_3, add_5, add_10, sub_1, sub_2,  
    input clear,              
    output reg [7:0] se1, se2,  
    output reg light_red, light_gre, light_yell          
);
    reg [7:0] count, memory, count_new;  
    reg [7:0] ten, one, ten_new, one_new;  
    reg matchmode;  
    always @(posedge clk) begin
        if (rst) begin              
            se1 <= 8'hC0;  
            se2 <= 8'hC0;
            memory <= count;
            count <= 0;
            count_new <= 0;
            matchmode <= 0;
            light_red <= 0; 
            light_gre <= 0;
            light_yell <= 0;
        end 
        else begin
            if (matchmode == 0) begin  
                if (add1 == 1 && count != 99)  
                    count <= count + 1;	       
                else if (add1 == 1)
                    count <= 0;
                if (add10 == 1 && count < 90)
                    count <= count + 10;
                else if (add10 == 1)
                    count <= count - 90;
                if (sub1 == 1 && count != 0)
                    count <= count - 1;
                else if (sub1 == 1)
                    count <= 99;
                if (sub10 == 1 && count > 9)
                    count <= count - 10;
                else if (sub10 == 1)
                    count <= 99 - 9 + count;
                if (clear) begin  
                    se1 <= 8'hC0;
                    se2 <= 8'hC0;
                    memory <= count;    
                    count_new <= 0;
                    matchmode <= 1;  
                end
                ten = count / 10;
                one = count % 10;
                case (ten)
                    8'b00000000: se1 <= 8'hC0;
                    8'b00000001: se1 <= 8'hF9;
                    8'b00000010: se1 <= 8'hA4;
                    8'b00000011: se1 <= 8'hB0;
                    8'b00000100: se1 <= 8'h99;
                    8'b00000101: se1 <= 8'h92;
                    8'b00000110: se1 <= 8'h82;
                    8'b00000111: se1 <= 8'hF8;
                    8'b00001000: se1 <= 8'h80;
                    8'b00001001: se1 <= 8'h90;
                endcase
                case (one)
                    8'b00000000: se2 <= 8'hC0;
                    8'b00000001: se2 <= 8'hF9;
                    8'b00000010: se2 <= 8'hA4;
                    8'b00000011: se2 <= 8'hB0;
                    8'b00000100: se2 <= 8'h99;
                    8'b00000101: se2 <= 8'h92;
                    8'b00000110: se2 <= 8'h82;
                    8'b00000111: se2 <= 8'hF8;
                    8'b00001000: se2 <= 8'h80;
                    8'b00001001: se2 <= 8'h90;
                endcase
            end
            if (matchmode == 1) begin		 
                if (add_1 == 1 && count_new < memory)
                    count_new <= count_new + 1;
                if (add_2 == 1 && count_new < memory)
                    count_new <= count_new + 2;
                if (add_3 == 1 && count_new < memory)
                    count_new <= count_new + 3;
                if (add_5 == 1 && count_new < memory)
                    count_new <= count_new + 5;
                if (add_10 == 1 && count_new < memory)
                    count_new <= count_new + 10;
                if (sub_1 == 1 && count_new > memory)
                    count_new <= count_new - 1;
                if (sub_2 == 1 && count_new > memory)
                    count_new <= count_new - 2;
                if (count_new > memory)  
                    light_red <= 1;
                else
                    light_red <= 0;
                if (count_new == memory) 
                    light_gre <= 1;
                else
                    light_gre <= 0;
                if (count_new < memory) 
                    light_yell <= 1;
                else
                    light_yell <= 0;
                ten_new = count_new / 10;
                one_new = count_new % 10;
                case (ten_new)
                    8'b00000000: se1 <= 8'hC0;
                    8'b00000001: se1 <= 8'hF9;
                    8'b00000010: se1 <= 8'hA4;
                    8'b00000011: se1 <= 8'hB0;
                    8'b00000100: se1 <= 8'h99;
                    8'b00000101: se1 <= 8'h92;
                    8'b00000110: se1 <= 8'h82;
                    8'b00000111: se1 <= 8'hF8;
                    8'b00001000: se1 <= 8'h80;
                    8'b00001001: se1 <= 8'h90;
                endcase
                case (one_new)
                    8'b00000000: se2 <= 8'hC0;
                    8'b00000001: se2 <= 8'hF9;
                    8'b00000010: se2 <= 8'hA4;
                    8'b00000011: se2 <= 8'hB0;
                    8'b00000100: se2 <= 8'h99;
                    8'b00000101: se2 <= 8'h92;
                    8'b00000110: se2 <= 8'h82;
                    8'b00000111: se2 <= 8'hF8;
                    8'b00001000: se2 <= 8'h80;
                    8'b00001001: se2 <= 8'h90;
                endcase
            end
        end
    end
endmodule
File: flow/run.sh
#!/bin/bash
# OpenROAD 26Q1-2900-gdf79404cd8, Yosys 0.63+post, stock flow scripts
make -C /OpenROAD-flow-scripts/flow DESIGN_CONFIG=/design/flow/config.mk WORK_HOME=/design/flow/orfs finish
==> flow_summary.json <==
{
  "status": "finished clean",
  "clock_latency_ns": 0.30,
  "synth_area_sq_um": 5370,
  "num_antenna_cells": 0,
  "grt_pass1_wl_microns": 27040,
  "cts_made_buffers": 5,
  "maxCapViolCount": 0,
  "path_max_fanout": 12,
  "fin_total_pwr_w": 0.002612,
  "synthFlopType": "dfxtp_1",
  "syn2layout_area_growth_pct": 8.644,
  "pin_count": 33,
  "die_area_sq_um": 11160,
  "avgSynthCellArea_sq_um": 7.103,
  "ys_cells": 756,
  "seq_area_sq_um": 960.9,
  "critPathRequiredTime_ns": 6.12,
  "ys_ff": 44,
  "rows": 37,
  "route.detailed.drc": 0,
  "crit_chain": "mux2_4, clkinv_2, ha_1, nand2b_1, ha_1, nand3b_1, o221a_2, a311o_1, o221ai_2, a31oi_2, o21ai_4, nor2_1, nand2b_1, inv_1, ha_2, xnor3_1, a31oi_1, nor3_1, or3_1, a221oi_2",
  "cts.clk_slew.worst_paths_ns": 0.08,
  "clk_path_buf_depth": 2,
  "peakVddDrop_v": 0.0003117,
  "ys_types": 83,
  "p_leak_nw": 2.227,
  "critPathLaunch": "matchmode",
  "wirelength_microns": 16340,
  "finalCritPeriodShare_pct": 92.74,
  "reg2reg_from": "matchmode",
  "vias": 5744,
  "ys_area_sq_um": 5370,
  "fp_util_pct": 51.79,
  "holdBufCountCts": 0,
  "yosysWarnings": 1,
  "p_per_area_nw_per_um2": 447.7,
  "cts_tree": "yes",
  "cp-start-kind": "flop",
  "top_area_share_pct": 13.42,
  "worstSetupPathType": "reg2reg",
  "first_iter_violations": 375,
  "place_ws_ns": 0.3856,
  "r2r-end": "se2[1]",
  "finalMaxSlewViolations": 0,
  "wire_per_inst_microns": 18.24,
  "mi_logic_area_sq_um": 4056,
  "max_slew.worst_pin.slew_ns": 0.7591,
  "crit_end": "se2[1]",
  "warnings": 37,
  "endpoint_kind": "flop",
  "grt_max_degree": 34,
  "drt-vias-per-instance": 6.411,
  "arrival_ns": 5.69,
  "hold_viol_final": 0,
  "clkSinkCount": 44,
  "drtAntennaViolNets": 0,
  "ys_async_sr_fraction_pct": 0,
  "layout-drive-gt1-share_pct": 9.342,
  "max_freq_mhz": 182.8,
  "slowest_delay_ns": 0.45,
  "ctsHtreeMaxLevel": 2,
  "die_x_microns": 105.6,
  "coreArea_sq_um": 10370,
  "cp_slowest_cell": "xnor3_1",
  "period_needed_ns": 5.472,
  "yosys.stat.seqShare_pct": 17.89,
  "die_h_microns": 105.6,
  "grtUsageTotal_pct": 30.69,
  "grt-ovfl-total": 0,
  "grt_pass1_vias": 5190,
  "slew_headroom_pct": 49.29,
  "top_cells_by_area": "dfxtp_1 (13%), a21oi_1 (6.3%), nor2_1 (6.1%)",
  "dp_hpwl_microns": 12140,
  "fin_skew_ns": 0.005668,
  "dr.pass1.iters": 5,
  "gp_congestion": 0.9502,
  "r2r_slack_ns": 0.43,
  "finalCoreUtilization_pct": 56.26,
  "reg2reg_depth": 20,
  "yosysTopAreaCell": "dfxtp_1",
  "min_path_type": "reg2reg",
  "fillers": 969,
  "fin_ws_ns": 0.4281,
  "edf_count": 8,
  "syn_inst": 756,
  "rsz0062_at_grt": "false",
  "setup_tns_ns": 0,
  "port_buffers": 32,
  "antenna_found_initial": 0,
  "setup_viol": 0,
  "ctsRootBufferMaster": "clkbuf_8"
}
## registers in the layout, indices dropped and copies added, names as in the netlist
signal,cells
count,8
count_new,8
light_gre,1
light_red,1
light_yell,1
matchmode,1
memory,8
se1,8
se2,8
## final cells by class
class,instances,share of cell area [%]
Tap cell,136,2.917
Clock inverter,2,0.2145
Clock buffer,6,1.244
Multi-Input combinational cell,630,69.53
Sequential cell,44,16.47
Timing Repair Buffer,50,7.806
Inverter,28,1.823
## cells in the final DEF, fill, tap and decap left out, types with 7 or more instances in the layout
cell type and instances:
nand3_1 18, a211oi_1 13, mux2i_1 10, buf_4 18, xnor2_1 16, inv_1 25
dfxtp_1 36, o221ai_1 9, a22oi_1 10, nand2_1 77, edfxtp_1 8, o22ai_1 13
clkdlybuf4s50_1 32, a221oi_1 9, or2_2 7, ha_1 25, nand4_1 9, nor3_1 20
o21ai_0 55, nor2_1 87, xor2_1 11, a31oi_1 14, nand3b_1 7, mux2_2 7
a221o_1 7, and3_1 11, a21oi_1 68, nand2b_1 9, a21o_1 7
## Yosys cell counts, types with 5 or more instances
library cell	count
nor2_1	87
nand2_1	77
a21oi_1	68
o21ai_0	55
clkbuf_1	38
dfxtp_1	36
ha_1	26
inv_1	25
nor3_1	20
nand3_1	18
xnor2_1	16
a31oi_1	14
a211oi_1	13
o22ai_1	13
and3_1	11
xor2_1	11
a22oi_1	10
mux2i_1	10
a221oi_1	9
nand2b_1	9
nand4_1	9
o221ai_1	9
edfxtp_1	8
a21o_1	7
a221o_1	7
buf_2	7
mux2_2	7
nand3b_1	7
or2_2	7
a32oi_1	6
buf_6	6
o211ai_1	6
o21a_1	6
and2_1	5
nor4_1	5
or3_1	5
## stage by stage
stage	hold WS, ns	cells	area [sq um]
floorplan	0.3906	756	5370
global placement	0.4339	888	5739
detailed placement	0.4367	888	5739
CTS	0.4605	896	5824
global route	0.4800	896	5834
finish	0.4667	896	5834
## power by group
part | switching (W) | internal (W) | leakage (nW) | total (W)
sequential | 0.0000633 | 0.000373 | 0.382 | 0.000436
combinational | 0.00117 | 0.000819 | 1.80 | 0.00199
clock | 0.000105 | 0.0000828 | 0.0412 | 0.000187
## what timing repair did
action                                  CTS  global route
endpoints found under the setup margin    0             4
gates resized                             0             2
setup buffers                             0             0
## worst max-delay path, delay by kind of cell, from the launching register on
kind | cells | cell delay [ns]
AND/OR/NAND/NOR | 6 | 1.24
multiplexers | 1 | 0.25
AND-OR/OR-AND | 7 | 1.75
adder cells (fa/ha/maj) | 3 | 0.93
flip-flops | 1 | 0.44
XOR/XNOR | 1 | 0.45
buffers and inverters | 2 | 0.35
## layer usage
| metal | vias to the layer above | share of wire (%) | wire length, microns | track usage [%] |
|---|---|---|---|---|
| met3 | 24 | 7.0 | 1147 | 3.533 |
| li1 | 2827 | - | - | - |
| met1 | 2630 | 45 | 7358 | 46.10 |
| met5 | - | 0 | 0 | 0 |
| met4 | 0 | 1.7 | 274 | 5.754 |
| met2 | 263 | 46 | 7561 | 48.64 |
## kinds of logic (layout without fill, tap and decap cells)
family                   Yosys count  in the layout  share of synthesized area (%)
AND-OR/OR-AND                    278            278                          35.35
XOR/XNOR                          29             29                          5.126
adder cells (fa/ha/maj)           26             26                          6.058
buffers and inverters             82             86                          6.757
flip-flops                        44             44                          17.89
multiplexers                      22             22                          4.800
AND/OR/NAND/NOR                  275            275                          24.02
## worst min-delay path by stage
stage	start	end	slack [ns]	cells after the start
after CTS	se2[7]	se2[7]	0.46	1
after global routing	se2[7]	se2[7]	0.48	1
final	se2[7]	se2[7]	0.47	1
Power figures rest on the tool's default switching activity, not on a simulated workload.
